[constraint.sdc]
current_design bcd_display

set clk_period 7.7
set clk_io_pct 0.2

create_clock -name clk0 -period $clk_period

set non_clock_inputs [all_inputs -no_clocks]
set_input_delay [expr $clk_period * $clk_io_pct] -clock clk0 $non_clock_inputs
set_output_delay [expr $clk_period * $clk_io_pct] -clock clk0 [all_outputs]
[design.v]
`timescale 1ns / 1ps
module bcd_display(
    input [7:0] DISP,
    input CLK,
    input RST,
    output reg [3:0] THOUS,
    output reg [3:0] HUNS,
    output reg [3:0] TENS,
    output reg [3:0] ONES
    );
   integer i;
	reg [4:0] th1;
	reg [4:0] h1;
	reg [4:0] t1;
	reg [4:0] o1;
	reg [4:0] th0;
	reg [4:0] h0;
	reg [4:0] t0;
	reg [4:0] o0;
	always @*
	begin
		th0 = 0;
		h0 = 0;
		t0 = 0;
		o0 = 0;
      if(DISP[7] == 1) begin
			th0 = th0+0; h0=h0+1; t0=t0+2; o0=o0+8;
			if(o0 >= 10) begin
			  o0 = o0 - 10;
			  t1 = t1 + 1;
			  if(t1 >= 10) begin
			     t0 = t0 - 10;
				  h0 = h0 + 1;
				  if(h0 >=10) begin
				    h0 = h0 - 10;
					 th0 = th0 + 1;
				  end
			  end
			end
		end
      if(DISP[6] == 1) begin
			th0 = th0+0; h0=h0+0; t0=t0+6; o0=o0+4;
			if(o0 >= 10) begin
			  o0 = o0 - 10;
			  t0 = t0 + 1;
			  if(t0 >= 10) begin
			     t0 = t0 - 10;
				  h0 = h0 + 1;
				  if(h0 >=10) begin
				    h0 = h0 - 10;
					 th0 = th0 + 1;
				  end
			  end
			end
		end
      if(DISP[5] == 1) begin
			th0 = th0+0; h0=h0+0; t0=t0+3; o0=o0+2;
			if(o0 >= 10) begin
			  o0 = o0 - 10;
			  t0 = t0 + 1;
			  if(t0 >= 10) begin
			     t0 = t0 - 10;
				  h0 = h0 + 1;
				  if(h0 >=10) begin
				    h0 = h0 - 10;
					 th0 = th0 + 1;
				  end
			  end
			end
		end
      if(DISP[4] == 1) begin
			th0 = th0+0; h0=h0+0; t0=t0+1; o0=o0+6;
			if(o0 >= 10) begin
			  o0 = o0 - 10;
			  t0 = t0 + 1;
			  if(t0 >= 10) begin
			     t0 = t0 - 10;
				  h0 = h0 + 1;
				  if(h0 >=10) begin
				    h0 = h0 - 10;
					 th0 = th0 + 1;
				  end
			  end
			end
		end
      if(DISP[3] == 1) begin
			th0 = th0+0; h0=h0+0; t0=t0+0; o0=o0+8;
			if(o0 >= 10) begin
			  o0 = o0 - 10;
			  t0 = t0 + 1;
			  if(t0 >= 10) begin
			     t0 = t0 - 10;
				  h0 = h0 + 1;
				  if(h0 >=10) begin
				    h0 = h0 - 10;
					 th0 = th0 + 1;
				  end
			  end
			end
		end
      if(DISP[2] == 1) begin
			th0 = th0+0; h0=h0+0; t0=t0+0; o0=o0+4;
			if(o0 >= 10) begin
			  o0 = o0 - 10;
			  t0 = t0 + 1;
			  if(t0 >= 10) begin
			     t0 = t0 - 10;
				  h0 = h0 + 1;
				  if(h0 >=10) begin
				    h0 = h0 - 10;
					 th0 = th0 + 1;
				  end
			  end
			end
		end
      if(DISP[1] == 1) begin
			th0 = th0+0; h0=h0+0; t0=t0+0; o0=o0+2;
			if(o0 >= 10) begin
			  o0 = o0 - 10;
			  t0 = t0 + 1;
			  if(t0 >= 10) begin
			     t0 = t0 - 10;
				  h0 = h0 + 1;
				  if(h0 >=10) begin
				    h0 = h0 - 10;
					 th0 = th0 + 1;
				  end
			  end
			end
		end
      if(DISP[0] == 1) begin
			th0 = th0+0; h0=h0+0; t0=t0+0; o0=o0+1;
			if(o0 >= 10) begin
			  o0 = o0 - 10;
			  t0 = t0 + 1;
			  if(t0 >= 10) begin
			     t0 = t0 - 10;
				  h0 = h0 + 1;
				  if(h0 >=10) begin
				    h0 = h0 - 10;
					 th0 = th0 + 1;
				  end
			  end
			end
		end
   end
	always @*
	begin
		  THOUS = th0[3:0];
		  HUNS = h0[3:0];
		  TENS = t0[3:0];
		  ONES = o0[3:0];
	end
endmodule
[run.sh]
#!/bin/bash
# OpenROAD 26Q1-2900-gdf79404cd8, Yosys 0.63+post, stock flow scripts
make -C /OpenROAD-flow-scripts/flow DESIGN_CONFIG=/design/flow/config.mk WORK_HOME=/design/flow/orfs finish
[config.mk]
export PLATFORM = sky130hd
export DESIGN_NAME = bcd_display
export DESIGN_NICKNAME = bcd_display
export VERILOG_FILES = /design/flow/design.v
export SDC_FILE = /design/flow/constraint.sdc
export NUM_CORES = 4
export LEC_CHECK = 1
export CORE_AREA = 10 10 87 87
export DIE_AREA = 0 0 97 97
==> impl_metrics.csv <==
group,metric,value,unit
status,toolErrorMsg,"[ERROR GPL-0301] Utilization 106.075 % exceeds 100%.",
synthesis,netlist_top_cells_area,"sky130_fd_sc_hd__ha_1 (15%), sky130_fd_sc_hd__xnor2_1 (6.3%), sky130_fd_sc_hd__nand2_1 (4.2%), sky130_fd_sc_hd__nor2_1 (4.2%), sky130_fd_sc_hd__inv_1 (4.1%)",
die,fp-row-count,27,
status,outcome,"did not finish",
synthesis,warnings_synthesis,1,
die,floorplan_stage_core_utilization,86.2,%
status,stop_stage,"global placement without I/O (3_1_place_gp_skip_io)",
synthesis,post_synth.cell_area_avg,7.10,um2
synthesis,synth_sequential_area_ratio,0,%
synthesis,post_synth_inst_count,685,
die,chipWidth,97,um
synthesis,common_cells,"sky130_fd_sc_hd__ha_1 (58), sky130_fd_sc_hd__nand2_1 (55), sky130_fd_sc_hd__nor2_1 (54)",
die,fp.dieH,97,um
synthesis,synthesis.area,4860,um2
synthesis,synthDistinctLibCells,103,
synthesis,yosysChipArea,4860,um2
synthesis,top_cell,"sky130_fd_sc_hd__ha_1",
synthesis,yosys.area.top_type,"sky130_fd_sc_hd__ha_1",
synthesis,top_area_contributor_share,14.9,%
synthesis,synth.yosys.num_cells,685,
==> logic make-up after synthesis <==
logic type | count (synthesis) | share of synthesized area [%]
XOR/XNOR | 47 | 8.77
buffers and inverters | 80 | 6.89
adder cells (fa/ha/maj) | 58 | 14.9
multiplexers | 28 | 6.53
AND-OR/OR-AND | 223 | 35.6
AND/OR/NAND/NOR | 249 | 27.3
