==> /design/flow/design.v <==
`timescale 1ns / 1ps
module cntr8(
    input clk,
    input reset,
    input inc,
    input dec,
    output [7:0] q
    );
 reg [7:0] q_fb;
 always @(posedge clk)
 begin
   if(reset == 1) q_fb <= 8'd0;
	else if(inc == 1) q_fb <= q_fb+1;
	else if(dec == 1) q_fb <= q_fb-1;
 end
 assign q = q_fb;
endmodule
`timescale 1ns / 1ps
module ctrlpop(
    input clk,
    input reset,
    input start,
    input [7:0] mdout,
    input [7:0] size,
    output sizedec,
    output mwen,
    output [7:0] maddr,
    output [7:0] mdin,
    output done
    );
	wire didle, dinit, dchild, drcomp, dpcomp, ddone;
	wire qidle, qinit, qchild, qrcomp, qpcomp, qdone;
	wire [7:0] qcidx, cidx2;
	wire size_gt_2, cidx_1_gt_size, c_lt_p, cidx2_lte_size;
	assign size_gt_2 = (size[7:0] > 2);
	assign cidx_1_gt_size = ((qcidx[7:0] + 1) > size[7:0]);
	assign c_lt_p = (qc[7:0] < qp[7:0]);
	assign cidx2 = {qcidx[6:0], 1'b0};
	assign cidx2_lte_size = (cidx2[7:0] <= size[7:0]);
	dff1s idle(
		 .clk(clk),
		 .clr(1'b0),
		 .set(reset),
		 .d(didle),
		 .q(qidle)
		 );
	assign didle = qdone | (qidle & ~start);
	dff1s init(
		 .clk(clk),
		 .clr(reset),
		 .set(1'b0),
		 .d(dinit),
		 .q(qinit)
		 );
	assign dinit = qidle & start;
	assign sizedec = qinit;
	dff1s child(
		 .clk(clk),
		 .clr(reset),
		 .set(1'b0),
		 .d(dchild),
		 .q(qchild)
		 );
	assign dchild = (qinit & size_gt_2) | (qpcomp & c_lt_p & cidx2_lte_size);
	dff1s rcomp(
		 .clk(clk),
		 .clr(reset),
		 .set(1'b0),
		 .d(drcomp),
		 .q(qrcomp)
		 );
	assign drcomp = qchild & ~cidx_1_gt_size;
	dff1s pcomp(
		 .clk(clk),
		 .clr(reset),
		 .set(1'b0),
		 .d(dpcomp),
		 .q(qpcomp)
		 );
	assign dpcomp = qrcomp | (qchild & cidx_1_gt_size);
	dff1s dff_done(
		 .clk(clk),
		 .clr(reset),
		 .set(1'b0),
		 .d(ddone),
		 .q(qdone)
		 );
	assign ddone = (qinit & ~size_gt_2) | (qpcomp & (~c_lt_p | ~cidx2_lte_size));
	assign done = qdone;
	wire [7:0] didx, qidx;
	wire idx_en;
	reg8e reg_idx(
    .clk(clk),
    .reset(reset),
    .en(idx_en),
    .d(didx),
    .q(qidx)
    );
	mux21_8bit idx_select(
    .I0(qcidx),
    .I1(8'b00000001),
    .S(qinit),
    .Y(didx)
    );
	assign idx_en = qinit | (qpcomp & c_lt_p);
	wire [7:0] dcidx, mux_out0, cidxi1;
	wire cidx_en;
	reg8e reg_cidx(
    .clk(clk),
    .reset(reset),
    .en(cidx_en),
    .d(dcidx),
    .q(qcidx)
    );
	assign cidxi1 = (qcidx[7:0]+1);
	mux21_8bit cidx_select0(
    .I0(8'b00000010),
    .I1(cidxi1),
    .S(qrcomp),
    .Y(mux_out0)
    );
	mux21_8bit cidx_select1(
    .I0(mux_out0),
    .I1(cidx2),
    .S(qpcomp),
    .Y(dcidx)
    );
	assign cidx_en = qinit | (qrcomp & ((mdout[7:0] + 1) < qc));
	wire [7:0] qc;
	wire c_en;
	reg8e reg_c(
    .clk(clk),
    .reset(reset),
    .en(c_en),
    .d(mdout),
    .q(qc)
    );
	assign c_en = qchild | (qrcomp & ((mdout[7:0] + 1) < qc));
	wire [7:0] qp;
	wire p_en;
	reg8e reg_p(
    .clk(clk),
    .reset(reset),
    .en(p_en),
    .d(mdout),
    .q(qp)
    );
	assign p_en = qinit;
	wire [7:0] mux_out_0, mux_out_1, maddri1;
	mux21_8bit maddr_select0(
    .I0(size),
    .I1(qcidx),
    .S(qchild),
    .Y(mux_out_0)
    );
	assign maddri1 = (qcidx[7:0]+1);
	mux21_8bit maddr_select1(
    .I0(mux_out_0),
    .I1(maddri1),
    .S(qrcomp),
    .Y(mux_out_1)
    );
	mux21_8bit maddr_select2(
    .I0(mux_out_1),
    .I1(qidx),
    .S(qdone | (qpcomp & c_lt_p)),
    .Y(maddr)
    );
	mux21_8bit mdin_select(
    .I0(qc),
    .I1(qp),
    .S(qdone),
    .Y(mdin)
    );
	assign mwen = qdone | (qpcomp & c_lt_p);
endmodule
`timescale 1ns / 1ps
module heap(
    input clk,
    input reset,
    input push,
    input pop,
    input [7:0] din,
    output [7:0] dout,
	 output [7:0] size,
    output done,
	 output valid
    );
	wire [7:0] maddr;
	wire [7:0] mdin;
	wire [7:0] mdout;
   wire       mren;
	wire       mwen;
	wire [7:0] pushmaddr, popmaddr;
	wire [7:0] pushmdin, popmdin;
	wire [1:0] opsel;
	wire       pushdone, popdone;
	wire       sizeinc, sizedec;
	wire       pushstart, popstart;
   reg        done_int;
	reg        pushworking, popworking;
	wire       top;
 cntr8 size_cntr( .clk(clk), .reset(reset), .inc(sizeinc), .dec(sizedec), .q(size));
 mem256x8 hmem( .addr(maddr), .clk(clk), .din(mdin), .dout(mdout), .wen(mwen));	 
 assign dout = mdout;
 pe4_2 goenc( .I0(top), .I1(popworking), .I2(pushworking), .I3(1'b0), .Y(opsel), .V());
 mux3_8bit hmaddr_mux( .I0(8'd1), .I1(popmaddr), .I2(pushmaddr), .S(opsel), .Y(maddr));
 mux3_8bit hmdin_mux( .I0(8'd0), .I1(popmdin), .I2(pushmdin), .S(opsel), .Y(mdin));
 assign mwen =  pushmwen | popmwen;
 assign pushstart = push & (size < 8'b11111111);
 assign popstart = pop & (size != 8'b00000000);
 always @(posedge clk)
 begin
   if(reset == 1) begin
	  pushworking <= 1'b0;
	  popworking <= 1'b0;
	end
	else if(pushstart == 1) begin
	  pushworking <= 1'b1;
	end
	else if(popstart == 1) begin
	  popworking <= 1'b1;
	end
	else if(done_int == 1) begin
	  pushworking <= 1'b0;
	  popworking <= 1'b0;
	end
 end
 always @(posedge clk)
 begin
    done_int <= pushdone | popdone;
 end 
 assign done = done_int;
 assign valid = (size != 8'd0) & ~pushworking & ~popworking ;
 assign top = ~pushworking & ~popworking;
 ctrlpush push_control(
    .clk(clk),
    .reset(reset),
    .start(pushstart),
    .mdout(mdout),
    .size(size),
	 .din(din),
    .sizeinc(sizeinc),
    .mwen(pushmwen),
    .maddr(pushmaddr),
    .mdin(pushmdin),
    .done(pushdone)
    );
 ctrlpop pop_control(
    .clk(clk),
    .reset(reset),
    .start(popstart),
    .mdout(mdout),
    .size(size),
    .sizedec(sizedec),
    .mwen(popmwen),
    .maddr(popmaddr),
    .mdin(popmdin),
    .done(popdone) 
	);
endmodule
`timescale 1ns / 1ps
module mem256x8(
    input [7:0] addr,
    input clk,
    input wen,
    input [7:0] din,
    output [7:0] dout
    );
  localparam          WIDTH = 8;
  localparam          DEPTH = 256;
  localparam          ADDR_SIZE = 8;
  reg [WIDTH-1:0]     mem_array[0:DEPTH-1];
  always @(posedge clk)
  begin
	  if ( wen == 1 )                
	  begin
		 mem_array[addr] <= din;
	  end
  end  
  assign dout = mem_array[addr] ;
endmodule
`timescale 1ns / 1ps
module mux3_8bit(
    input [7:0] I0,
    input [7:0] I1,
    input [7:0] I2,
    input [1:0] S,
    output [7:0] Y
    );
	assign Y = (S[1] == 1'b1) ? I2 : (S[0] == 1'b1) ? I1 : I0;
endmodule
`timescale 1ns / 1ps
module pe4_2(
    input I0,
    input I1,
    input I2,
    input I3,
    output [1:0] Y,
    output V
    );
	reg [1:0] yint;
	always @*
	begin
		if(I3==1) yint = 2'b11;
		else if(I2==1) yint = 2'b10;
		else if(I1==1) yint = 2'b01;
		else yint = 2'b00;
	end
	assign V = I3 | I2 | I1 | I0;
	assign Y = yint;
endmodule
`timescale 1ns / 1ps
module ctrlpush(
    input clk,
    input reset,
    input start,
    input [7:0] mdout,
    input [7:0] size,
	 input [7:0] din,
    output sizeinc,
    output mwen,
    output [7:0] maddr,
    output [7:0] mdin,
    output done
    );
	wire size_gt_0, din_lt_p, idx_ha_eq1;
	wire [7:0] idx_ha;
	assign size_gt_0 = (size[7:0] > 0);
	assign idx_ha = {1'b0, qidx[7:1]};
	assign din_lt_p = (din[7:0] < qp);
	assign idx_ha_eq1 = (idx_ha == 1);
	wire didle, dinit, dparent, ddone, qidle, qinit, qparent, qcomp, qdone; 
	dff1s idle(
		 .clk(clk),
		 .clr(1'b0),
		 .set(reset),
		 .d(didle),
		 .q(qidle)
		 );
	assign didle = qdone | (qidle & ~start);
	dff1s init(
		 .clk(clk),
		 .clr(reset),
		 .set(1'b0),
		 .d(dinit),
		 .q(qinit)
		 );
	assign dinit = qidle & start;
	assign sizeinc = qinit;
	dff1s parent(
		 .clk(clk),
		 .clr(reset),
		 .set(1'b0),
		 .d(dparent),
		 .q(qparent)
		 );
	assign dparent = (qinit & size_gt_0) | (qcomp & din_lt_p & (~idx_ha_eq1));
	dff1s comp(
		 .clk(clk),
		 .clr(reset),
		 .set(1'b0),
		 .d(qparent),
		 .q(qcomp)
		 );
	dff1s dff_done(
		 .clk(clk),
		 .clr(reset),
		 .set(1'b0),
		 .d(ddone),
		 .q(qdone)
		 );
	assign ddone = (qinit & (~size_gt_0)) | (qcomp & (~din_lt_p | idx_ha_eq1));
	assign done = qdone;
	wire [7:0] didx, qidx, size_add_1;
	wire idx_en;
	reg8e reg_idx(
    .clk(clk),
    .reset(reset),
    .en(idx_en),
    .d(didx),
    .q(qidx)
    );
	assign idx_en = qinit | (qcomp & din_lt_p);
	assign size_add_1 = size + 1;
	mux21_8bit idx_select(
    .I0(idx_ha),
    .I1(size_add_1),
    .S(qinit),
    .Y(didx)
    );
	wire [7:0] dp, qp, dmaddr, ddin;
	reg8e reg_parent(
    .clk(clk),
    .reset(reset),
    .en(qparent),
    .d(mdout),
    .q(qp)
    );
	mux21_8bit addr_select(
    .I0(qidx),
    .I1(idx_ha),
    .S(qparent),
    .Y(maddr)
    );
	 mux21_8bit din_select(
    .I0(qp),
    .I1(din),
    .S(qdone),
    .Y(mdin)
    );
	 assign mwen = (qcomp & din_lt_p) | qdone;
endmodule
`timescale 1ns / 1ps
module mux21_8bit(
    input [7:0] I0,
    input [7:0] I1,
    input S,
    output [7:0] Y
    );
	assign Y = S ? I1 : I0;
endmodule
`timescale 1ns / 1ps
module dff1s(
    input clk,
    input clr,
	 input set,
    input d,
    output reg q
    );
always@(posedge clk)
begin
	if(clr == 1) 
		q <= 0;
	else if(set == 1)
	   q <= 1;
	else 
		q <= d;
end
endmodule
`timescale 1ns / 1ps
module reg8e(
    input clk,
    input reset,
    input en,
    input [7:0] d,
    output reg [7:0] q
    );
	always @(posedge clk)
	begin
		if(reset) q <= 8'b00000000;
		else if(en) q <= d;
	end
endmodule
==> /design/flow/run.sh <==
#!/bin/bash
# OpenROAD 26Q1-2900-gdf79404cd8, Yosys 0.63+post, stock flow scripts
make -C /OpenROAD-flow-scripts/flow DESIGN_CONFIG=/design/flow/config.mk WORK_HOME=/design/flow/orfs finish
==> /design/flow/config.mk <==
export PLATFORM = sky130hd
export DESIGN_NAME = heap
export DESIGN_NICKNAME = heap
export VERILOG_FILES = /design/flow/design.v
export SDC_FILE = /design/flow/constraint.sdc
export NUM_CORES = 4
export LEC_CHECK = 1
export CORE_UTILIZATION = 50
==> /design/flow/constraint.sdc <==
current_design heap

set clk_period 69.5
set clk_io_pct 0.2

create_clock -name clk0 -period $clk_period [get_ports {clk}]

set non_clock_inputs [all_inputs -no_clocks]
set_input_delay [expr $clk_period * $clk_io_pct] -clock clk0 $non_clock_inputs
set_output_delay [expr $clk_period * $clk_io_pct] -clock clk0 [all_outputs]
==> run summary <==
fresh numbers from the pnr run: status finished, final reports clean, Worst-Margin Slew approximately 1.2 ns, Final Wtd Congestion between 0.9 and 1, post-synth top area cell edfxtp_1, Mapped Area 87500 µm², Peak Freq 43.4 MHz, initial antenna violation count 7, Worst VDD drop 0.0000298 V, die width between 400 and 500 µm, DRC Markers 0, Worst Setup Start Kind flop, minimum clock period 23.06 ns, OpenROAD warning count 47, number of enable flip-flop cells 2048, DPL Wire Length roughly 160000 µm, Dominant flop cell edfxtp_1, Worst R2R End pop_control.reg_cidx.q[3]$_SDFFE_PP0P_, fin crit share 0.332, Starting DRT DRC Count approximately 4100, vias in the first global route 55288, Ports 30, CP endpoint kind primary output, DRT Pass-1 Iters 6, Cells after DPL 8702, post-CTS setup buffer count 0, Worst R2R Setup Slack 58.58 ns, GRT Total Usage 0.330, crit path kind reg2out, RSZ-0062 raised after global routing no, CTS tree yes, per-cell routed wire length ~28 µm, clk sinks 2118, Reg power frac 0.436, Clock Tree Buf Depth 3, Area leader share 0.703, Setup TNS 0 ns, Registers, synthesis 2118, clk_skew approximately 0.044 ns, via count 54449, Max Fanout on Critical Path 117, ys cells 6524, Latency at later pin 0.85 ns, Via-to-Cell Ratio 5.99, Cell area leaders edfxtp_1, nand2_1, mux2i_1, drt total wl 259000 µm, Min-Delay Endpoint push_control.idle.q$_SDFF_PP1_, Switching Fraction 0.309, Reg-to-Reg Start pushworking$_SDFFE_PP0P_, first-pass GRT wire length 378000 µm, clock-pin slew on the worst setup and hold paths 0.06 ns, Yosys warning total 8, grt ovf 0, Sw Pwr 1020 µW, fin. max-slew vios 0, Die H approximately 420 µm, Worst EP arrival 9.16 ns, HP Class reg2reg, Unique cell types 79, Min-Delay Startpoint push_control.idle.q$_SDFF_PP1_, post-cts resize count 0, worst r2r path cells 28, CTS Buf Count 213, total chip power 3290 µW, num rows 153, Rel. slew slack 0.173, Avg Cell Area, Syn between 10 and 15 µm², Leakage Power between 0.03 and 0.04 µW, internal cell power 2280 µW, ys async rst share 0, final setup vio count 0, Post-Syn Instances 6524, Initial Util 0.503, Place WS 47.59 ns, area reported by Yosys stat 87500 µm², layout cell share with drive strength beyond 1 0.0952, hold path depth 1, die area roughly 180000 µm², pwr dens 33.8 nW/µm², PnR worst setup slack ~46 ns, DRT antenna net count 0, final hold violations 0, critical path required time 55.60 ns, largest net degree at the start of global routing 118, Cell Count, Final, Fillers Out 9097, max cap viols 0, clock share of power 0.332, H-tree depth 4, Port Buffer Count 29, combinational power share 0.232, Seq/Total Area, Yosys 0.719, CTS Hold Bufs 0, core box area ~170000 µm², P&R area growth vs syn 11.6%, Root Driver clkbuf_16
[cell usage in the layout (no fill, tap or decap), types with 37 or more instances in the layout]
master,synthesis,routed
nand3_1,680,672
edfxtp_1,2048,2048
inv_1,42,42
nand2_1,1522,1517
buf_4,29,257
clkbuf_1,138,67
clkbuf_16,0,214
ha_1,42,42
mux2i_1,434,434
a311oi_1,132,131
o21ai_0,52,44
a21oi_1,90,89
dfxtp_1,70,70
nor2_1,378,372
and3_1,120,120
clkinv_1,1,45
a32oi_1,37,37
[synth_stat cells, drive strengths merged, types with 26 or more instances]
| cell | n |
|---|---|
| nand2 | 1522 |
| mux4 | 36 |
| a311oi | 132 |
| dfxtp | 70 |
| a22oi | 31 |
| a32oi | 37 |
| buf | 306 |
| ha | 42 |
| a21oi | 90 |
| o21ai | 55 |
| a311o | 28 |
| nand4 | 33 |
| a31oi | 29 |
| and3 | 120 |
| nor2 | 378 |
| mux2i | 434 |
| clkbuf | 138 |
| edfxtp | 2048 |
| nand3 | 680 |
| inv | 42 |
| nor4 | 26 |
[worst max-delay path by stage]
stage	cells past startpoint	to	startpoint	slack [ns]
4_1_cts	17	dout[4]	pushworking$_SDFFE_PP0P_	46.67
5_1_grt	19	dout[4]	pop_control.reg_p.q[5]$_SDFFE_PP0P_	46.08
6_report	17	dout[4]	pushworking$_SDFFE_PP0P_	46.44
[power groups by stage]
stage / clock network, µW / logic [µW] / registers [µW]
CTS: 1110 / 767 / 1440
global route: 1160 / 830 / 1440
finish: 1090 / 765 / 1440
[metrics by stage]
step	cell area, µm²	hold WS, ns	util
finish	97600	0.460	0.561
global route	97600	0.486	0.561
CTS	97600	0.459	0.561
detailed placement	91000	0.446	0.523
global placement	91000	0.438	0.523
floorplan	87500	0.428	-
[state kept, by name, summed over array words and instances (netlist names), 8 cells and up]
| name | count |
|---|---|
| pop_control.reg_p.q | 8 |
| push_control.reg_parent.q | 8 |
| pop_control.reg_idx.q | 8 |
| hmem.mem_array | 2048 |
| pop_control.reg_c.q | 8 |
| size_cntr.q_fb | 8 |
| pop_control.reg_cidx.q | 8 |
| push_control.reg_idx.q | 8 |
[worst max-delay path, cell delays in order (launching register included)]
cell and delay (ns):
dfxtp_1 0.51, nand2b_1 0.24, buf_4 0.25, o311ai_1 0.66
o221a_4 0.67, buf_12 0.55, buf_12 0.49, buf_12 0.47
buf_4 0.53, buf_4 0.43, mux4_2 0.36, a22oi_1 0.23
a21oi_1 0.10, nor4_1 1.04, a211oi_1 0.28, nand3_1 0.42
inv_1 0.25, clkdlybuf4s50_1 0.52
[per-layer routing]
metal / vias to the layer above / wire length, µm / global-route usage / part of all wire
met5: - / 532 / 0.0253 / 0.0021
met4: 20 / 10400 / 0.101 / 0.040
met3: 521 / 41100 / 0.217 / 0.16
met1: 26663 / 90200 / 0.453 / 0.35
met2: 2873 / 116000 / 0.457 / 0.45
li1: 24372 / - / - / -
[layout make-up]
type	instances	area [µm²]
Antenna cell	8	20.0
Clock buffer	284	5650
Clock inverter	103	928
Fill cell	13649	76200
Inverter	43	161
Multi-Input combinational cell	3919	22600
Sequential cell	2118	62900
Tap cell	2325	2910
Timing Repair Buffer	297	2430
[logic make-up after synthesis]
| group | after synthesis | share of synthesized area |
|---|---|---|
| flops | 2118 | 0.719 |
| compound gates | 529 | 0.0459 |
| simple gates | 2840 | 0.139 |
| mux | 484 | 0.0607 |
| xor+xnor | 24 | 0.00240 |
| fa+ha+maj | 42 | 0.00601 |
| buf+inv | 487 | 0.0265 |
Power and IR drop assume default switching activity.
