==> flow/design.v <==
`timescale 1ns / 1ps
module bin8_bcd3(
    input [7:0] NUM_IN,
    output reg [3:0] HUND,
    output reg [3:0] TEN,
    output reg [3:0] ONE
    );
  always @(NUM_IN)
  begin
	 TEN = 0;
	 ONE = 0;
	 if(NUM_IN >= 200)
	   HUND <= 4'd2;
	 else if (NUM_IN >= 100)
		HUND <= 4'd1;
	 else
	   HUND <= 4'd0;
	 if(NUM_IN[0])
	   ONE = ONE + 1;	
	 if(NUM_IN[1])
	   ONE = ONE + 2;
	 if(NUM_IN[2])
	   ONE = ONE + 4;
	 if(NUM_IN[3])
	   begin
		ONE = ONE + 8;
		if(ONE >= 4'd10)
		   begin
	      ONE = ONE - 10;
			TEN = TEN + 1;
			end
		end
	 if(NUM_IN[4])
	   begin
		ONE = ONE + 6;
		if(ONE >= 4'd10)
		   begin
	      ONE = ONE - 10;
			TEN = TEN + 1;
			end
		TEN = TEN + 1;
		end
	 if(NUM_IN[5])
	   begin
		ONE = ONE + 2;
		if(ONE >= 4'd10)
		   begin
	      ONE = ONE - 10;
			TEN = TEN + 1;
			end
		TEN = TEN + 3;
		end
	 if(NUM_IN[6])
	   begin
		ONE = ONE + 4;
		if(ONE >= 4'd10)
		   begin
	      ONE = ONE - 10;
			TEN = TEN + 1;
			end
		TEN = TEN + 6;
		if(TEN >= 4'd10)
			  TEN = TEN - 10;
		end
	 if(NUM_IN[7])
	   begin
		ONE = ONE + 8;
		if(ONE >= 4'd10)
		   begin
	      ONE = ONE - 10;
			TEN = TEN + 1;
			end
		TEN = TEN + 2;
		if(TEN >= 4'd10)
			  TEN = TEN - 10;
		end
  end
endmodule
`timescale 1ns / 1ps
module cntr16ce(
    input clk,
    input reset,
    input ce,
    output [15:0] q
    );
	reg [15:0] q_fb;
	always @(posedge clk)
	begin
		if(reset == 1)
			q_fb <= 0;
		else if(ce == 1)
			q_fb <= q_fb+1;
	end
	assign q = q_fb;
endmodule
`timescale 1ns / 1ps
module compeq16(
    input [15:0] a,
    input [15:0] b,
    output eq
    );
	assign eq = (a == b);
endmodule
`timescale 1ns / 1ps
module dff1s(
    input clk,
    input clr,
	 input set,
    input d,
    output reg q
    );
always@(posedge clk)
begin
	if(clr == 1) 
		q <= 0;
	else if(set == 1)
	   q <= 1;
	else 
		q <= d;
end
endmodule
`timescale 1ns / 1ps
module mult16x16(
    input [15:0] a,
    input [15:0] b,
    output [31:0] prod
    );
	assign prod = a*b;
endmodule
`timescale 1ns / 1ps
module ping(
    input clk,
    input reset,
    input go,
    input inches,
    input pulsein,
	 output pulseout,
	 output pulseen,
    output convdone,
    output [7:0] result
    );
	wire dwait, dstart, dhold, dpulse, dreceive, ddelay;
	wire qwait, qstart, qhold, qpulse, qreceive, qdelay;
	wire t5, t750, t200;
	dff1s dff_wait(
		 .clk(clk),
		 .clr(),
		 .set(reset),
		 .d(dwait),
		 .q(qwait)
		 );
	assign dwait = (qdelay & t200) | (qwait & ~go);
	dff1s dff_start(
		 .clk(clk),
		 .clr(reset),
		 .set(),
		 .d(dstart),
		 .q(qstart)
		 );
	assign dstart = (qwait & go) | (qstart & ~t5);
	dff1s dff_hold(
		 .clk(clk),
		 .clr(reset),
		 .set(),
		 .d(dhold),
		 .q(qhold)
		 );
	assign dhold = (qstart & t5) | (qhold & ~t750);
	dff1s dff_pulse(
		 .clk(clk),
		 .clr(reset),
		 .set(),
		 .d(dpulse),
		 .q(qpulse)
		 );
	assign dpulse = (qhold & t750) | (qpulse & ~pulsein);
	dff1s dff_receive(
		 .clk(clk),
		 .clr(reset),
		 .set(),
		 .d(dreceive),
		 .q(qreceive)
		 );
	assign dreceive = (qpulse & pulsein) | (qreceive & pulsein);
	dff1s dff_delay(
		 .clk(clk),
		 .clr(reset),
		 .set(),
		 .d(ddelay),
		 .q(qdelay)
		 );
	assign ddelay = (qreceive & ~pulsein) | (qdelay & ~t200);
	assign pulseout = qstart;
	assign pulseen = qwait | qstart | qhold;
	wire [15:0] cntr_5;
	wire [15:0] cntr_750;
	wire [15:0] cntr_200;
	wire [15:0] cntr_pulsein;
	cntr16ce cntrce_5(
		 .clk(clk),
		 .reset(reset | qhold),
		 .ce(qstart),
		 .q(cntr_5)
		 );
	compeq16 compeq_2c(
    .a(cntr_5),
    .b(16'b0000000000000001),
    .eq(t5)
    );
	cntr16ce cntrce_750(
		 .clk(clk),
		 .reset(reset | qpulse),
		 .ce(qhold),
		 .q(cntr_750)
		 );
	compeq16 compeq_293c(
    .a(cntr_750),
    .b(16'b0000000100100101),
    .eq(t750)
    );
	cntr16ce cntrce_200(
		 .clk(clk),
		 .reset(reset | qwait),
		 .ce(qdelay),
		 .q(cntr_200)
		 );
	compeq16 compeq_79c(
    .a(cntr_200),
    .b(16'b0000000001001111),
    .eq(t200)
    );
	compeq16 compeq_78c(
    .a(cntr_200),
    .b(16'b0000000001001110),
    .eq(convdone)
    );
	cntr16ce cntrce_measure(
		 .clk(clk),
		 .reset(reset | qwait),
		 .ce(pulsein),
		 .q(cntr_pulsein)
		 );
	wire [31:0] inch_prod;
	wire [31:0] cm_prod;
	wire [7:0] inch_result;
	wire [7:0] cm_result;
	mult16x16 mult_inch(
    .a(cntr_pulsein),
    .b(16'b0000010001111001),
    .prod(inch_prod)
    );
	assign inch_result = inch_prod[23:16];
	mult16x16 mult_cm(
    .a(cntr_pulsein),
    .b(16'b0000101101011101),
    .prod(cm_prod)
    );
	assign cm_result = cm_prod[23:16];
	wire [7:0] result_in;
	assign result_in[7] = (cm_result[7] & ~inches) | (inch_result[7] & inches);
	assign result_in[6] = (cm_result[6] & ~inches) | (inch_result[6] & inches);
	assign result_in[5] = (cm_result[5] & ~inches) | (inch_result[5] & inches);
	assign result_in[4] = (cm_result[4] & ~inches) | (inch_result[4] & inches);
	assign result_in[3] = (cm_result[3] & ~inches) | (inch_result[3] & inches);
	assign result_in[2] = (cm_result[2] & ~inches) | (inch_result[2] & inches);
	assign result_in[1] = (cm_result[1] & ~inches) | (inch_result[1] & inches);
	assign result_in[0] = (cm_result[0] & ~inches) | (inch_result[0] & inches);
	reg8e reg_result(
    .clk(clk),
    .reset(reset),
    .en(qdelay),
    .d(result_in),
    .q(result)
    );
endmodule
`timescale 1ns / 1ps
module ping_top(
  CLKPORT,
  btn,
  sw,
  CA, CB, CC, CD, CE, CF, CG, DP,
  an,
  led,
  PULSPIN 
    );
  input CLKPORT;
  input [4:0] btn;
  input [7:0] sw;
  output CA, CB, CC, CD, CE, CF, CG, DP;
  output [3:0] an;
  output [7:0] led;	 
  inout PULSPIN;
  wire [7:0] SWITCHES;
  wire [4:0] BTNS;
  wire [7:0] LEDS;
  wire reset;
  reg [3:0]	 ANt;
  wire PULSE_IN, PULSE_EN, PULSE_OUT;
  reg  [4:0] BTNS_Q1, BTNS_Q2;
  wire [3:0] THOUS, HUND, TEN, ONE;
  wire GO;
  wire INCHES;
  wire [7:0] state, NUM;
  reg [7:0] val;
  reg [3:0] disp;
  wire [6:0] segs;
  reg [24:0] clk_div;
  assign led = 8'b0;
  always @(posedge CLKPORT)
  begin
		clk_div <= clk_div + 1;
  end
  assign clk = clk_div[7];
  always @(posedge clk)
  begin
	  BTNS_Q1 <= btn;
	  BTNS_Q2 <= BTNS_Q1;
  end
  assign SWITCHES = sw;
  assign BTNS = btn;
  assign GO = ~BTNS_Q2[0] & BTNS_Q1[0];
  assign reset = ~BTNS_Q2[1] & BTNS_Q1[1];
  assign DP = 1;  
  assign LEDS[7:0] = state;
  assign an = ANt;
  assign {CG,CF,CE,CD,CC,CB,CA} = segs[6:0];
  assign THOUS = 4'b0000;
  assign INCHES = sw[0];
  sevenseg_decoder led_decoder(
    .I3(disp[3]),
    .I2(disp[2]),
    .I1(disp[1]),
    .I0(disp[0]),
    .A(segs[0]),
    .B(segs[1]),
    .C(segs[2]),
    .D(segs[3]),
    .E(segs[4]),
    .F(segs[5]),
    .G(segs[6])
    );
	always @*
	begin
	  ANt[0] = 1;
	  ANt[1] = 1;
	  ANt[2] = 1;
	  ANt[3] = 1;
	  if(!clk_div[19] && !clk_div[18])
	  begin
		disp = ONE;
		ANt[0] = 0;
	  end
	  else if(clk_div[19] && !clk_div[18])
	  begin
	   disp = TEN;
		ANt[1] = 0;
	  end
	  else if(!clk_div[19] && clk_div[18])
	  begin
	   disp = HUND;
		ANt[2] = 0;
	  end
	  else 
	  begin
	   disp = {THOUS};
		ANt[3] = 0;
	  end
	end
  bin8_bcd3 num_conv(
						.NUM_IN(val),
						.HUND(HUND),
						.TEN(TEN),
						.ONE(ONE));
  ping myping	(	.clk(clk), 
						.reset(reset), 
						.go(GO), 
						.inches(INCHES),
						.pulsein(PULSE_IN),
						.pulseout(PULSE_OUT),
						.pulseen(PULSE_EN),
						.convdone(CONVDONE),
						.result(NUM)
						);
	always @(posedge clk)
	begin
	  if(reset == 1) val <= 0;
	  else if(CONVDONE) val <= NUM;
	end
	assign PULSPIN = (PULSE_EN) ? PULSE_OUT : 1'bz;
	assign PULSE_IN = PULSPIN;
endmodule
`timescale 1ns / 1ps
module reg8e(
    input clk,
    input reset,
    input en,
    input [7:0] d,
    output reg [7:0] q
    );
	always @(posedge clk)
	begin
		if(reset) q <= 8'b00000000;
		else if(en) q <= d;
	end
endmodule
`timescale 1ns / 1ps
module sevenseg_decoder(
    input I3,
    input I2,
    input I1,
    input I0,
    output reg A,
    output reg B,
    output reg C,
    output reg D,
    output reg E,
    output reg F,
    output reg G
    );
  wire [3:0] digit;
  assign digit = {I3, I2, I1, I0};
  always @(digit)
  begin
    A <= 1;
	 B <= 1;
	 C <= 1;
    D <= 1;
	 E <= 1;
	 F <= 1;
	 G <= 1;
	 case(digit)
	   4'd0:
		begin
		  A <= 0;
		  B <= 0;
		  C <= 0;
		  D <= 0;
		  E <= 0;
		  F <= 0;
		end
	   4'd1:
		begin
		  B <= 0;
		  C <= 0;
		end
	   4'd2:
		begin
		  A <= 0;
		  B <= 0;
		  D <= 0;
		  E <= 0;
		  G <= 0;
		end
	   4'd3:
		begin
		  A <= 0;
		  B <= 0;
		  C <= 0;
		  D <= 0;
		  G <= 0;
		end
	   4'd4:
		begin
		  B <= 0;
		  C <= 0;
		  F <= 0;
		  G <= 0;
		end
	   4'd5:
		begin
		  A <= 0;
		  C <= 0;
		  D <= 0;
		  F <= 0;
		  G <= 0;
		end
	   4'd6:
		begin
		  C <= 0;
		  D <= 0;
		  E <= 0;
		  F <= 0;
		  G <= 0;
		end
	   4'd7:
		begin
		  A <= 0;
		  B <= 0;
		  C <= 0;
		end
	   4'd8:
		begin
		  A <= 0;
		  B <= 0;
		  C <= 0;
		  D <= 0;
		  E <= 0;
		  F <= 0;
		  G <= 0;
		end
	   4'd9:
		begin
		  A <= 0;
		  B <= 0;
		  C <= 0;
		  F <= 0;
		  G <= 0;
		end
	 endcase
  end
endmodule
==> flow/run.sh <==
#!/bin/bash
# OpenROAD 26Q1-2900-gdf79404cd8, Yosys 0.63+post, stock flow scripts
make -C /OpenROAD-flow-scripts/flow DESIGN_CONFIG=/design/flow/config.mk WORK_HOME=/design/flow/orfs finish
==> flow/config.mk <==
export PLATFORM = sky130hd
export DESIGN_NAME = ping_top
export DESIGN_NICKNAME = ping_top
export VERILOG_FILES = /design/flow/design.v
export SDC_FILE = /design/flow/constraint.sdc
export NUM_CORES = 4
export LEC_CHECK = 1
export CORE_UTILIZATION = 30
==> flow/constraint.sdc <==
current_design ping_top

set clk_period 4.8
set clk_io_pct 0.2

create_clock -name clk0 -period $clk_period [get_ports {CLKPORT}]

set non_clock_inputs [all_inputs -no_clocks]
set_input_delay [expr $clk_period * $clk_io_pct] -clock clk0 $non_clock_inputs
set_output_delay [expr $clk_period * $clk_io_pct] -clock clk0 [all_outputs]
==> flow_metrics.tcl <==
# metrics dict for downstream scripts
set metrics [dict create \
    post-dp-hpwl_mm 19.40 \
    cts.root.buffer_cell "sky130_fd_sc_hd__clkbuf_16" \
    syn_inst 1308 \
    unconstrained_endpoints 88 \
    design.portCount 35 \
    async_flop_share 0 \
    cts_buffer_depth 2 \
    yosysWarnings 15 \
    yosys.stat.chipArea_um2 11840 \
    haltStage "clock tree synthesis" \
    ys.flops 107 \
    postCtsSetupBuffers 0 \
    synth_seq_share 0.1809 \
    total_clock_buffers_created_by_cts 3 \
    cts_resized 0 \
    synth-main-ff-cell "sky130_fd_sc_hd__dfxtp_1" \
    syn-cell-area_um2 11840 \
    numPlacedInstances 1809 \
    io_buffers 13 \
    count_of_unclocked_register_or_latch_pins 87 \
    outcome "aborted with a tool error" \
    yosysTopAreaCell "sky130_fd_sc_hd__fa_1" \
    dpl_worst_slack_ps 1357 \
    number_of_distinct_standard_cells_referenced_by_the_synthesized_netlist 93 \
    htree_num_levels 1 \
    count_of_library_flops_with_an_enable_pin 0 \
    chipHeight_um 200.7 \
    ctsHoldBuffers 0 \
    num_rows 72 \
    post_synthesis_mean_instance_area_um2 9.054 \
    area_leaders "sky130_fd_sc_hd__fa_1, sky130_fd_sc_hd__dfxtp_1, sky130_fd_sc_hd__ha_1, sky130_fd_sc_hd__inv_1, sky130_fd_sc_hd__nor2_1" \
    floorplan_utilization 0.3050 \
    die_width_um 200.7 \
    top_cell_area_share 0.2079 \
    gp_congestion 0.8971 \
    synth-cells-yosys 1308 \
    run.stop_error "[error] [KeplerFormal.cpp:679] Workflow failed: Iso has multiple drivers: .PULSPIN0, PULSPIN$_SDFF_PP0_.Q0" \
]
cell usage after synthesis (7+ instances only):
cell type and number:
sky130_fd_sc_hd__a211oi_1 15, sky130_fd_sc_hd__a21o_1 12, sky130_fd_sc_hd__a21oi_1 36, sky130_fd_sc_hd__a31oi_1 8, sky130_fd_sc_hd__and2_1 7, sky130_fd_sc_hd__and3_1 18
sky130_fd_sc_hd__buf_4 12, sky130_fd_sc_hd__clkbuf_1 19, sky130_fd_sc_hd__dfxtp_1 107, sky130_fd_sc_hd__fa_1 123, sky130_fd_sc_hd__ha_1 152, sky130_fd_sc_hd__inv_1 207
sky130_fd_sc_hd__mux2i_1 14, sky130_fd_sc_hd__nand2_1 65, sky130_fd_sc_hd__nand2b_1 10, sky130_fd_sc_hd__nand3_1 33, sky130_fd_sc_hd__nand4_1 23, sky130_fd_sc_hd__nor2_1 125
sky130_fd_sc_hd__nor3_1 31, sky130_fd_sc_hd__nor4_1 11, sky130_fd_sc_hd__o211ai_1 10, sky130_fd_sc_hd__o21ai_0 31, sky130_fd_sc_hd__or3_1 11, sky130_fd_sc_hd__xnor2_1 53
sky130_fd_sc_hd__xor2_1 49
logic make-up after synthesis:
family | share of synthesized area
buf+inv | 0.08326
fa+ha+maj | 0.3685
other cells | 0.0006342
xor+xnor | 0.07544
mux | 0.01373
flops | 0.1809
simple gates | 0.1605
compound gates | 0.1171
per-stage QoR:
| step | hold slack [ps] | cell area, um^2 |
|---|---|---|
| floorplan | 370.3 | 11870 |
| global placement | 382.1 | 12470 |
| detailed placement | 394.7 | 12470 |
